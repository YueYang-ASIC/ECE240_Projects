--- flow/run.sh ---
#!/bin/bash
# OpenROAD 26Q1-2900-gdf79404cd8, Yosys 0.63+post, stock flow scripts
make -C /OpenROAD-flow-scripts/flow DESIGN_CONFIG=/design/flow/config.mk WORK_HOME=/design/flow/orfs finish
--- flow/config.mk ---
export PLATFORM = sky130hd
export DESIGN_NAME = CLA512_clk
export DESIGN_NICKNAME = CLA512_clk
export VERILOG_FILES = /design/flow/design.v
export SDC_FILE = /design/flow/constraint.sdc
export NUM_CORES = 4
export LEC_CHECK = 1
export CORE_AREA = 10 10 757 757
export DIE_AREA = 0 0 767 767
--- flow/constraint.sdc ---
current_design CLA512_clk

set clk_period 25.1
set clk_io_pct 0.2

create_clock -name clk0 -period $clk_period [get_ports {clk}]

set non_clock_inputs [all_inputs -no_clocks]
set_input_delay [expr $clk_period * $clk_io_pct] -clock clk0 $non_clock_inputs
set_output_delay [expr $clk_period * $clk_io_pct] -clock clk0 [all_outputs]
--- flow/design.v ---
module CLA512_clk(
    input           clk,
    input           rst_n,        
    input           en,           
    input   [511:0] A_in,
    input   [511:0] B_in,
    output  [511:0] res
);
    reg [511:0] A_reg, B_reg; 
    reg [511:0] res_reg;
    wire [511:0] CLA_sum; 
    always @(posedge clk or negedge rst_n) begin
        if (!rst_n) begin
            A_reg <= 512'd0;
            B_reg <= 512'd0;
        end else if (en) begin
            A_reg <= A_in;
            B_reg <= B_in;
        end
    end 
  CLA512 CLA(.A(A_reg), .B(B_reg), .Ci(1'b0), .S(CLA_sum), .Cout());
    always @(posedge clk or negedge rst_n) begin
        if (!rst_n) begin 
            res_reg <= 512'd0;
        end else if (en) begin
            res_reg <= CLA_sum;           
        end
    end
    assign res = res_reg;
endmodule 
module CLA16(A,B,Ci,S,Cout,Pout,Gout);
localparam n = 16;  
input [n-1:0] A;
input [n-1:0] B;
input Ci;
output [n-1:0] S;  
output Cout; 
output Pout;   
output Gout;   
wire [3:0] P;  
wire [3:0] G;  
wire [3:1] C;  
CLA4 CLA0(.A(A[(n/4)-1:0]),.B(B[(n/4)-1:0]),.Ci(Ci),.S(S[(n/4)-1:0]),.Cout(),.Pout(P[0]),.Gout(G[0])); 
CLA4 CLA1(.A(A[2*(n/4)-1:(n/4)]),.B(B[2*(n/4)-1:(n/4)]),.Ci(C[1]),.S(S[2*(n/4)-1:(n/4)]),.Cout(),.Pout(P[1]),.Gout(G[1]));  
CLA4 CLA2(.A(A[3*(n/4)-1:2*(n/4)]),.B(B[3*(n/4)-1:2*(n/4)]),.Ci(C[2]),.S(S[3*(n/4)-1:2*(n/4)]),.Cout(),.Pout(P[2]),.Gout(G[2]));  
CLA4 CLA3(.A(A[4*(n/4)-1:3*(n/4)]),.B(B[4*(n/4)-1:3*(n/4)]),.Ci(C[3]),.S(S[4*(n/4)-1:3*(n/4)]),.Cout(),.Pout(P[3]),.Gout(G[3]));  
CLA_generator4 uut1(.P(P), .G(G), .C0(Ci), .C(C), .Pout(Pout), .Gout(Gout), .Cout(Cout));
endmodule 
module CLA256(A,B,Ci,S,Cout,Pout,Gout);
localparam n = 256;  
input [n-1:0] A;
input [n-1:0] B;
input Ci;
output [n-1:0] S;
output Cout;
output Pout;   
output Gout;   
wire [3:0] P;  
wire [3:0] G; 
wire [3:1] C; 
CLA64 CLA0(.A(A[(n/4)-1:0]),.B(B[(n/4)-1:0]),.Ci(Ci),.S(S[(n/4)-1:0]),.Cout(),.Pout(P[0]),.Gout(G[0])); 
CLA64 CLA1(.A(A[2*(n/4)-1:(n/4)]),.B(B[2*(n/4)-1:(n/4)]),.Ci(C[1]),.S(S[2*(n/4)-1:(n/4)]),.Cout(),.Pout(P[1]),.Gout(G[1]));  
CLA64 CLA2(.A(A[3*(n/4)-1:2*(n/4)]),.B(B[3*(n/4)-1:2*(n/4)]),.Ci(C[2]),.S(S[3*(n/4)-1:2*(n/4)]),.Cout(),.Pout(P[2]),.Gout(G[2]));  
CLA64 CLA3(.A(A[4*(n/4)-1:3*(n/4)]),.B(B[4*(n/4)-1:3*(n/4)]),.Ci(C[3]),.S(S[4*(n/4)-1:3*(n/4)]),.Cout(),.Pout(P[3]),.Gout(G[3]));  
CLA_generator4 uut1(.P(P), .G(G), .C0(Ci), .C(C), .Pout(Pout), .Gout(Gout), .Cout(Cout)); 
endmodule 
module CLA4(A,B,Ci,S,Cout,Pout,Gout);
localparam n = 4;  
input [n-1:0] A;
input [n-1:0] B;
input Ci;
output [n-1:0] S;
output Cout; 
output Pout;   
output Gout;   
wire [3:0] P;  
wire [3:0] G;  
wire [3:1] C; 
GPFA GPFA0(.x(A[0]),.y(B[0]),.ci(Ci),.s(S[0]),.p(P[0]),.g(G[0]));
GPFA GPFA1(.x(A[1]),.y(B[1]),.ci(C[1]),.s(S[1]),.p(P[1]),.g(G[1]));
GPFA GPFA2(.x(A[2]),.y(B[2]),.ci(C[2]),.s(S[2]),.p(P[2]),.g(G[2]));
GPFA GPFA3(.x(A[3]),.y(B[3]),.ci(C[3]),.s(S[3]),.p(P[3]),.g(G[3]));
CLA_generator4 uut0(.P(P), .G(G), .C0(Ci), .C(C), .Pout(Pout), .Gout(Gout), .Cout(Cout)); 
endmodule 
module CLA512(A,B,Ci,S,Cout);
localparam n = 512;  
input [n-1:0] A;
input [n-1:0] B;
input Ci;
output [n-1:0] S;
output Cout;
wire [1:0] P;  
wire [1:0] G; 
wire 	   C; 
CLA256 CLA0(.A(A[(n/2)-1:0]),.B(B[(n/2)-1:0]),.Ci(Ci),.S(S[(n/2)-1:0]),.Cout(),.Pout(P[0]),.Gout(G[0])); 
CLA256 CLA1(.A(A[2*(n/2)-1:(n/2)]),.B(B[2*(n/2)-1:(n/2)]),.Ci(C),.S(S[2*(n/2)-1:(n/2)]),.Cout(),.Pout(P[1]),.Gout(G[1]));  
assign C = G[0] | Ci & P[0];
assign Cout = G[1] | (G[0] & P[1]) | (P[1] & P[0] & Ci);
endmodule 
module CLA64(A,B,Ci,S,Cout,Pout,Gout);
localparam n = 64;  
input [n-1:0] A;
input [n-1:0] B;
input Ci;
output [n-1:0] S;
output Cout;
output Pout;   
output Gout;   
wire [3:0] P;  
wire [3:0] G; 
wire [3:1] C; 
CLA16 CLA0(.A(A[(n/4)-1:0]),.B(B[(n/4)-1:0]),.Ci(Ci),.S(S[(n/4)-1:0]),.Cout(),.Pout(P[0]),.Gout(G[0])); 
CLA16 CLA1(.A(A[2*(n/4)-1:(n/4)]),.B(B[2*(n/4)-1:(n/4)]),.Ci(C[1]),.S(S[2*(n/4)-1:(n/4)]),.Cout(),.Pout(P[1]),.Gout(G[1]));  
CLA16 CLA2(.A(A[3*(n/4)-1:2*(n/4)]),.B(B[3*(n/4)-1:2*(n/4)]),.Ci(C[2]),.S(S[3*(n/4)-1:2*(n/4)]),.Cout(),.Pout(P[2]),.Gout(G[2]));  
CLA16 CLA3(.A(A[4*(n/4)-1:3*(n/4)]),.B(B[4*(n/4)-1:3*(n/4)]),.Ci(C[3]),.S(S[4*(n/4)-1:3*(n/4)]),.Cout(),.Pout(P[3]),.Gout(G[3]));  
CLA_generator4 uut1(.P(P), .G(G), .C0(Ci), .C(C), .Pout(Pout), .Gout(Gout), .Cout(Cout)); 
endmodule 
module CLA_generator4(P,G,C0,C,Pout,Gout,Cout);
input [3:0] P; 	 
input [3:0] G;	 
input C0;	 
output [3:1] C;  
output Pout;  	 
output Gout;  
output Cout;  	 
assign C[1] = G[0] | C0 & P[0];
assign C[2] = G[1] | G[0] & P[1] | C0 & P[0] & P[1];
assign C[3] = G[2] | G[1] & P[2] | G[0] & P[1] & P[2] | C0 & P[0] & P[1] & P[2];
assign Pout = P[0] & P[1] & P[2] & P[3];  
assign Gout = G[3] | G[2] & P[3] | G[1] & P[2] & P[3] | G[0] & P[1] & P[2] & P[3];  
assign Cout = Gout | Pout & C0;  
endmodule 
module GPFA(x,y,ci,s,p,g);
input x;
input y;
input ci;
output s;
output p;
output g;
assign g = x * y;  
assign p = x ^ y;  
assign s = p ^ ci ;   
endmodule 
==> run_results.csv <==
group,metric,value,unit
sta,max_slew_margin,0.3036,
worst_setup_path,critPathKind,"in2reg",
sta,fin_crit,9.090,ns
cells_and_area,syn2layout_area_growth,40.97,%
synth,postSynthSeqShare,0.4906,
synth,yosys_most_used_dff,"dfrtp_1",
cells_and_area,final_util,0.1985,
cells_and_area,fillers,59710,
grt,grt_max_degree,145,
routing,viasPerCell,3.585,
routing,wl_per_cell,25.88,um
grt,antenna_found_initial,208,
floorplanning,fp-utilization,0.1408,
routing,drtAntennaViolNets,1,
grt,track_usage,0.1344,
synth,top_area_frac,0.4906,
power,power.density,89.50,nW/um^2
routing,vias,54990,
sta,setup_slack,16.01,ns
floorplanning,dieArea,588300,um^2
power,swShare,0.3484,
synth,yosys.area.top_type,"dfrtp_1",
clock_network,cts_sinks,1536,
synth,ys_ff,1536,
floorplanning,die_w,767,um
power,power_frac_comb,0.347,
grt,grt_pass1_wl,527000,um
power,ir_drop,0.06679,mV
power,p_switching,3.444,mW
power,p_seq_frac,0.344,
sta,fmax,0.1100,GHz
routing,drt-total-wl,396900,um
sta,finalHoldViolCount,0,
flow_run,stage_log_warnings,182,
synth,ys_cells,6008,
grt,grt_overflow,0,
power,internal-power,6.440,mW
flow_run,maxCapViolCount,0,
worst_hold_path,hold_path_class,"reg2reg",
synth,edf_count,0,
sta,fin_worst_skew,0.09256,ns
placed_design,gp_congestion,0.9190,
worst_setup_path,critPathCaptureType,"flip-flop",
power,clockPowerShare,0.309,
clock_network,cts_buffer_depth,4,
sta,setup_tns,0,ns
floorplanning,row_count,274,
synth,avgSynthCellArea,13.04,um^2
synth,top_cells_by_area,"dfrtp_1 (49%), mux2_2 (20%), ha_1 (10%), fa_1 (3.3%), a21oi_1 (3.0%)",
floorplanning,io_pins,1539,
placed_design,numPortBuffers,1538,
clock_network,htree_levels,4,
sta,drv_slew,0,
routing,drt-initial-drc-count,2784,
clock_network,root_buffer,"clkbuf_16",
worst_setup_path,required,25.88,ns
sta,post-route-period-util,0.3621,
sta,tightest_slew,1.041,ns
cells_and_area,drive_gt1_frac,0.2418,
placed_design,dp_slack,15.05,ns
power,p_total,9.884,mW
power,leakage,44.48,nW
sta,rsz0062_at_grt,"no",
clock_network,clk_pin_slew,0.06,ns
synth,synth_warnings,1,
clock_network,cts-resized-gates,0,
run_status,status,"finished, violations left",
sta,setup_violations,0,
synth,synth_cell_type_count,80,
run_status,violations,"antenna violations",
clock_network,clock_latency,0.93,ns
synth,synth_area,78340,um^2
worst_setup_path,arrival,9.87,ns
placed_design,dpl.hpwl,340600,um
clock_network,cts_buffers,196,
routing,drtPass1Iterations,5,
worst_setup_path,start_kind,"primary input",
clock_network,post_cts_buffers,0,
synth,syn_inst,6008,
synth,async_reset_ff_frac,1.000,
worst_setup_path,worst-path-max-fanout,144,
floorplanning,core,556400,um^2
floorplanning,fp.dieH,767,um
routing,drc_errors,0,
clock_network,cts_hold_buf,0,
synth,yosys_area,78340,um^2
grt,grt_pass1_vias,57220,
clock_network,cts_tree,"done",
[stage by stage]
| step | instances | hold slack, ns | area (um^2) |
|---|---|---|---|
| 4_1_cts | 15280 | 0.5075 | 110300 |
| 2_1_floorplan | 6008 | 0.4556 | 78340 |
| 3_5_place_dp | 14920 | 0.4946 | 103300 |
| 6_report | 15340 | 0.5041 | 110400 |
| 3_3_place_gp | 14920 | 0.4907 | 103300 |
| 5_1_grt | 15290 | 0.5197 | 110300 |
[cell families after synthesis]
group | after synthesis | share of synthesized area
muxes | 1405 | 0.2019
adders and majority gates | 767 | 0.1348
xor gates and xnor gates | 384 | 0.04293
and+or+nand+nor | 708 | 0.04715
AOI/OAI and AO/OA | 944 | 0.06984
buffers and inverters | 264 | 0.01276
DFF | 1536 | 0.4906
[cell usage after synthesis (127+ instances only)]
cell         n
dfrtp_1   1536
a21oi_1    473
nand2_1    127
ha_1       639
xor2_1     127
clkbuf_1   175
xnor2_1    257
mux2_2    1403
o21ai_0    230
nand2b_1   140
fa_1       128
nor2_1     190
[power groups by stage]
stage / clock network [mW] / logic, mW / registers, mW
6_report: 3.06 / 3.43 / 3.40
5_1_grt: 3.26 / 3.76 / 3.47
4_1_cts: 3.17 / 3.58 / 3.41
[area by class of cell]
type	instances	area, um^2	share of cell area
Sequential cell	1536	38440	0.3480
Tap cell	7452	9324	0.08443
Timing Repair Buffer	1648	16290	0.1475
Antenna cell	60	150.1	0.001360
Multi-Input combinational cell	4208	38960	0.3527
Clock inverter	104	1541	0.01396
Inverter	77	289.0	0.002617
Clock buffer	251	5451	0.04936
[worst max-delay path, cell delays in order]
cell and delay [ns]:
buf_16 0.51, buf_4 0.51, buf_4 0.52, buf_4 0.59, buf_4 0.64, buf_12 0.60, buf_4 0.72, mux2_2 0.42
[placed cells by master, fill, tap and decap left out, drive strengths merged, types with 14 or more instances in the layout]
cell           netlist  final
buf                 11    113
bufinv               0     25
nand2              127    127
a221oi              25     25
xor2               127    127
clkbuf             176    251
a21oi              476    476
nor2               190    190
nand4              109    109
nor4                19     19
diode                0     60
clkdlybuf4s50        0   1535
ha                 639    639
inv                 77     95
and4                21     21
o21bai              23     23
xnor2              257    257
nand3               29     29
clkinvlp             0     21
nor2b               14     14
o21ai              240    240
clkinv               0     40
mux2              1403   1403
a21o                99     99
nor3                20     20
fa                 128    128
dfrtp             1536   1536
nand2b             140    140
[final timing paths]
path	startpoint	to	slack (ns)	cells past startpoint
worst min register to register	res_reg[35]	res_reg[35]	0.50	1
worst max register to register	A_reg[170]	res_reg[379]	18.71	19
worst min-delay path	res_reg[35]	res_reg[35]	0.50	1
worst max-delay path	en	B_reg[319]	16.01	8
max in group asynchronous	rst_n	res_reg[301]	16.97	7
min in group asynchronous	rst_n	A_reg[416]	4.02	1
[per-layer routing]
layer / GRT usage / wire, um / vias up
met3: 0.06415 / 42930 / 579
met2: 0.2208 / 187800 / 1665
met1: 0.1628 / 156200 / 27450
li1: - / - / 25180
met4: 0.02315 / 9210 / 104
met5: 0 / 692 / -
Power and IR drop assume default switching activity.
